==> design/flow/design.v <==
module dff(clk, reset, enable, d, q);
   input logic clk, enable, reset, d;
   output wire q;
   logic temp;
   always @(posedge clk) begin
      temp = d;
      if (reset) begin
         temp = 0;
      end
   end
   assign q = (enable) ? temp : 1'bz;
endmodule
module register
#(parameter n = 32)  
(clk, A, reset, enable, Z);
   input logic [n-1:0] A;
   input logic reset, enable, clk;
   output logic [n-1:0] Z;
   genvar i;
   generate
    for (i = 0; i < n; i ++) begin
        dff instance_i(.clk(clk), .reset(reset), .enable(enable), .d(A[i]), .q(Z[i]));
    end
   endgenerate 
endmodule
module ram
#(parameter logHeight = 3)  
(bytein, byteout, adr, rwn, clock);  
    input logic [7:0] bytein;
    input logic [logHeight+1:0] adr;
    input logic rwn,clock;
    output logic [7:0] byteout;
    logic [7:0] ram_arr [2**(logHeight+2)-1 :0];
    logic [7:0] ram_out [2**(logHeight+2)-1 :0]; 
    genvar j;
    genvar k;
    generate
        for (j = 0; j < 2**logHeight; j = j + 1) begin
            for (k = 0; k < 4; k++)begin
                register #(.n(8)) instance_j_k (
                    .clk(clock), 
                    .reset(1'b0), 
                    .enable(1'b1), 
                    .A(ram_arr[j*4 + k]), 
                    .Z(ram_out[j*4 + k])
                );
            end
        end
    endgenerate     
    int bytenum;
    int wordnum;
    int bytestart;
    int byteend;
    always @(posedge(clock)) begin
        if (rwn) begin
            byteout =  ram_out [adr];
        end
        else begin
            ram_arr [adr] = bytein;
        end 
    end
endmodule
==> design/flow/run.sh <==
#!/bin/bash
# OpenROAD 26Q1-2900-gdf79404cd8, Yosys 0.63+post, stock flow scripts
make -C /OpenROAD-flow-scripts/flow DESIGN_CONFIG=/design/flow/config.mk WORK_HOME=/design/flow/orfs finish
==> design/flow/config.mk <==
export PLATFORM = sky130hd
export DESIGN_NAME = ram
export DESIGN_NICKNAME = ram
export VERILOG_FILES = /design/flow/design.v
export SDC_FILE = /design/flow/constraint.sdc
export NUM_CORES = 4
export LEC_CHECK = 1
export CORE_UTILIZATION = 30
==> design/flow/constraint.sdc <==
current_design ram

set clk_period 3.7
set clk_io_pct 0.2

create_clock -name clk0 -period $clk_period [get_ports {clock}]

set non_clock_inputs [all_inputs -no_clocks]
set_input_delay [expr $clk_period * $clk_io_pct] -clock clk0 $non_clock_inputs
set_output_delay [expr $clk_period * $clk_io_pct] -clock clk0 [all_outputs]
==> job_summary.md <==
### Metrics collected by this job

| Metric | Value |
|---|---|
| Req. time, crit path | `roughly 4.0 ns` |
| Post-synth top area cell | `edfxtp_1` |
| Outcome | `finished clean` |
| Die Footprint | `54600 um2` |
| # Post-CTS Setup Buffers | `0` |
| YS chip area | `16100 um2` |
| DRT iter0 DRCs | `829` |
| Drt wl/cell | `25.0 um` |
| Final min period | `2.87 ns` |
| Post-synth EDFFs | `around 260` |
| Final Non-Filler Cells | `roughly 1.8k` |
| Layout area overhead | `18.0%` |
| Worst vdd ir | `0.357 mV` |
| Psw | `0.00237 W` |
| CP Max Fanout | `33` |
| Via count | `8753` |
| First-pass DRT Iterations | `18` |
| Cell Type Count | `approximately 71` |
| Die Width | `234 um` |
| Core area | `~53000 um2` |
| Main area contributors | `edfxtp_1, dfxtp_1, nand3_1` |
| Share of layout cells above drive strength 1 | `0.178` |
| Critical Path AT | `3.16 ns` |
| Port Buffers | `22` |
| Die Ht | `234 um` |
| Clk pwr share | `0.426` |
| DPL Wire Length | `approximately 30000 um` |
| FFs w/ async S/R, synth | `0` |
| Post-Route WL | `approximately 45000 um` |
| # rows | `84` |
| Share of power burned in registers | `0.536` |
| Synth flops | `~520` |
| Drt drc | `0` |
| Main flop type | `edfxtp_1` |
| Pwr Total | `0.0115 W` |
| Clk sinks | `between 500 and 600` |
| Initial antenna violation count | `1` |
| Final hold vios | `0` |
| Mapped Area | `16100 um2` |
| Bufs and invs on worst path | `2` |
| Slowest cell on crit path | `a2111oi_2` |
| CP endpoint kind | `register` |
| Tcrit/Tclk final | `0.777` |
| Cts repair resizes | `0` |
| Setup-failing EPs final | `0` |
| Leak | `6.61 nW` |
| Htree depth | `2` |
| Routability-driven placement congestion ratio | `between 1 and 1.5` |
| Logic pwr share | `0.038` |
| CTS tree | `done` |
| Tot GR Track Use | `0.176` |
| Worst Setup Start Kind | `input port` |
| Max Fclk | `0.348 GHz` |
| Pwr/cell area | `604 nW/um2` |
| Post-Syn Instances | `between 900 and 1k` |
| Skew-Pair Late Insertion Delay | `0.58 ns` |
| HP Class | `reg -> reg` |
| Crit-path max cell delay | `0.73 ns` |
| Max-cap violations | `0` |
| Hold_buf cts | `0` |
| Pin count of the biggest net entering global routing | `34` |
| Setup Skew | `0.0284 ns` |
| Count of tool warnings | `25` |
| Final max-slew violation count | `0` |
| Final setup margin | `0.826 ns` |
| CP Cell Sequence | `buf_2 > nor3b_2 > buf_4 > and3_1 > a221o_1 > a2111oi_2 > a31oi_1` |
| ANT cells | `0` |
| Routed Antenna Nets | `0` |
| Clk slew on worst S/H paths | `approximately 0.06 ns` |
| Final hold slack | `between 0.3 and 0.4 ns` |
| Crit-path leading delay family | `AND-OR/OR-AND gates` |
| Top cell area share | `0.492` |
| Fill cells | `around 4.9k` |
| Sw frac | `0.207` |
| Root Buffer Master | `clkbuf_16` |
| DR vias/cell | `between 4 and 5` |
| Mean post-synth cell area | `16.6 um2` |
| Core Util at FP | `0.305` |
| Kind of critical path | `in -> reg` |
| Yosys stat cell total | `973` |
| Placed instance count | `approximately 1.7k` |
| GRT Residual Overflow | `0` |
| Synth Seq Share | `0.810` |
| Slew headroom | `0.419` |
| First-pass GRT wire length | `64100 um` |
| Power Internal | `0.00910 W` |
| Place WS | `0.317 ns` |
| IO Pins | `23` |
| Least-Margin Pin Slew | `0.872 ns` |
| Total CTS buffers | `49` |
| Clk buf depth | `3` |
| RSZ-0062 raised after global routing | `false` |
| Vias in the first global route | `8872` |
| YS warnings | `4` |
| Setup TNS Final | `0 ns` |
==> cell usage in the layout (no fill, tap or decap), types with 10 or more instances in the layout <==
master / count
a22oi_1: 18
nor2_1: 24
dfxtp_1: 256
a31oi_1: 11
clkbuf_16: 51
mux2i_1: 15
a21oi_1: 11
buf_4: 70
nor4_2: 14
nand3_1: 69
clkdlybuf4s50_1: 16
edfxtp_1: 264
nor4_1: 11
and3_1: 16
clkbuf_1: 14
a32oi_1: 11
nor3_1: 21
nand4_1: 21
nand2_1: 24
a32o_1: 12
mux2_2: 10
==> worst paths after layout <==
path | startpoint | end | slack, ns | cells after the start
worst max-delay path | adr[0] | byteout[3] | 0.83 | 7
worst min-delay path | ram_arr[8][7] | register | 0.32 | 0
worst max register to register | register | byteout[3] | 1.69 | 4
worst min register to register | ram_arr[8][7] | register | 0.32 | 0
==> flip-flops by register name, summed over array words and instances, names as in the netlist <==
signal                                                count
byteout                                                   8
genblk1.genblk1.instance_j_k.genblk1.instance_i.temp    256
ram_arr                                                 256
==> power by group through the flow <==
stage,combinational (W),clock (W),sequential (W)
final,0.000437,0.00489,0.00615
after global routing,0.000461,0.00521,0.00616
after CTS,0.000433,0.00499,0.00615
==> stage by stage <==
step / util / instance area, um2
6_report: 0.360 / 19000
5_1_grt: 0.360 / 19000
4_1_cts: 0.360 / 19000
3_5_place_dp: 0.330 / 17400
3_3_place_gp: 0.330 / 17400
2_1_floorplan: - / 16100
==> cell type report <==
| cell class | count | area, um2 | share of cell area |
|---|---|---|---|
| sequential | 520 | 13100 | 0.687 |
| multi-input combinational | 396 | 2740 | 0.144 |
| clock buffer | 70 | 1400 | 0.0735 |
| tap | 688 | 861 | 0.0453 |
| timing repair buffer | 94 | 756 | 0.0398 |
| clock inverter | 20 | 194 | 0.0102 |
| inverter | 2 | 7.51 | 0.000395 |
==> synth_stat cells (all sizes together), types with 15 or more instances <==
library cell and number:
nand2 25, nand4 21, nand3 69, nor4 25
nor2 28, and3 18, edfxtp 264, mux2i 15
nor3 25, a22oi 18, buf 49, dfxtp 256
==> layer usage <==
layer,vias up,global-route usage,routed length [um]
met1,4316,0.261,18700
li1,3879,-,-
met2,472,0.246,19300
met3,84,0.0739,5010
met5,-,0,13
met4,2,0.0532,1670
==> worst register-to-register path, cell delays in order (launching register included) <==
cell and delay [ns]:
dfxtp_1 0.32, and3_1 0.15, a221o_1 0.33, a2111oi_2 0.73, a31oi_1 0.17
==> cells by family (layout without fill, tap and decap cells) <==
logic type             after synthesis  count (layout)  synth area share
DFF                                520             520             0.810
and+or+nand+nor                    260             260            0.0945
AOI/OAI and AO/OA                  108             108            0.0514
buffers and inverters               57             186            0.0250
muxes                               28              28            0.0186
No activity file was given, so power comes from the tool's default toggle rates.
