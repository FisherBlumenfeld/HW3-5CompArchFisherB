<file path="design/flow/design.v">
module alu 
#(parameter int width = 8)
(A, B, op, Z);
    input logic [width-1:0] A,B;
    input logic [3:0] op;
    output logic [width-1:0] Z;
    always @(*) begin;
        if (op == 4'b0000) Z = A+B;  
        else if (op == 4'b0001) Z = A-B;  
        else if (op == 4'b0010) Z = A*B;  
        else if (op == 4'b0011) Z = A/B;  
        else if (op == 4'b0100) Z = A&B;  
        else if (op == 4'b0101) Z = A|B;  
        else if (op == 4'b0110) Z = !A;  
        else if (op == 4'b0111) Z = A<<B;  
        else if (op == 4'b1000) Z = A>>B;  
        else Z=0;
    end
endmodule
</file>
<file path="design/flow/constraint.sdc">
current_design alu

set clk_period 27.1
set clk_io_pct 0.2

create_clock -name clk0 -period $clk_period

set non_clock_inputs [all_inputs -no_clocks]
set_input_delay [expr $clk_period * $clk_io_pct] -clock clk0 $non_clock_inputs
set_output_delay [expr $clk_period * $clk_io_pct] -clock clk0 [all_outputs]
</file>
<file path="design/flow/run.sh">
#!/bin/bash
# OpenROAD 26Q1-2900-gdf79404cd8, Yosys 0.63+post, stock flow scripts
make -C /OpenROAD-flow-scripts/flow DESIGN_CONFIG=/design/flow/config.mk WORK_HOME=/design/flow/orfs finish
</file>
<file path="design/flow/config.mk">
export PLATFORM = sky130hd
export DESIGN_NAME = alu
export DESIGN_NICKNAME = alu
export VERILOG_FILES = /design/flow/design.v
export SDC_FILE = /design/flow/constraint.sdc
export NUM_CORES = 4
export LEC_CHECK = 1
export CORE_UTILIZATION = 30
</file>
==> out/metrics.cfg <==
[layout]
seq_area_um2=0
ff_count=0
final_layout_size_suffix_gt1_share_pct=6.724
area_delta_synth_final_pct=11.28
layout.cells.most_common=ha_1
layout_top_cells=ha_1, nor2_1, inv_1
clock_buffers=0

[synth]
synthesis.area_mm2=0.004115
synth.yosys.warnings=1
ys_cells=569
syn_inst=569
yosys-stat-area_mm2=0.004115
ys_types=76
ys_seq_share_pct=0
avgSynthCellArea_um2=7.232

[drt]
routedWlPerCell_um=17.64
first_pass_iters=5
drt-total-wl_um=13340
vias=4189
antenna_left=0
avgViaCountPerCell=5.541
drc=0
drtIter0Drc=240
antennaDiodeCount=0

[worst_setup_path]
path_class=in2out
worstPathMaxFanout=30
crit_arrival_ps=18160
crit_required_ps=21680
endpoint_kind=output port
cpMostUsedCell=ha_1
crit_slowest_cell=a2111oi_0
startpoint_type=input pin
max_stage_delay_ps=670

[global_routing]
grt_pass1_wl_um=21850
grt_max_degree=35
antenna_found_initial=0
grt_pass1_vias=4053
groute.usage.overall_pct=19.87
grt_overflow=0

[pwr]
p_leak_nw=2.060
power.density_mw_per_mm2=24.25
irDropWorstVdd_mv=0.01051

[sta]
fin_crit_ps=23580
setup_ws_ps=3517
finalSetupViolCount=0
clock.fmax_mhz=42.40
relSlewSlack_pct=50.60
rsz0062_at_grt=no
final-hold-violation-count=0
period_used_pct=87.02
tns_ps=0
fin_hold_ws_ps=12310
slew_violations=0
worstMarginPinSlew_ps=722.4

[worst_hold_path]
hold_path_class=in2out

[floorplan]
die_width_um=119.1
core_mm2=0.01330
dieArea_mm2=0.01419
die_h_um=119.1
io_pins=28
initial_core_util_pct=30.95
num_rows=42

[place]
gp_congestion=0.9724
port_buffers=28
dpl.hpwl_um=10780
pre_cts_ws_ps=3580

[clock_network]
postCtsSetupRepairBufs=0
cts-resized-gates=0
hold_buffers=0

[job]
maxCapViolations=0
warnings=51

[outcome]
status=completed

[power by group]
| part | internal, W | leakage, nW | switching (W) |
|---|---|---|---|
| Combinational | 0.0000489 | 2.06 | 0.0000621 |
| Sequential | 0 | 0 | 0 |
| Clock | 0 | 0 | 0 |
| Total | 0.0000489 | 2.06 | 0.0000621 |
[per-layer routing]
layer | vias up | routed length, um | GRT usage (%) | share of wire [%]
met2 | 157 | 5709 | 29.87 | 43
met4 | 0 | 213 | 3.006 | 1.6
li1 | 2063 | - | - | -
met1 | 1952 | 6275 | 30.94 | 47
met5 | - | 0 | 0 | 0
met3 | 17 | 1138 | 2.250 | 8.5
[worst paths after layout]
check	from	to	slack [ps]	cells after the start
max	B[0]	Z[0]	3520	51
min	op[0]	Z[2]	12310	5
[cells in the mapped netlist, types with 3 or more instances]
cell type  instances  area (um2)
nand4_1            3       18.77
and3_1             5       31.28
mux2_2            11       123.9
or3_1              6       37.54
and2_1             5       31.28
a21oi_1           31       155.2
a211oi_1           7       52.55
a21o_1            10       75.07
xnor2_1           26       227.7
o21bai_1           3       22.52
mux2i_1            9       90.09
nand2_1           39       146.4
nand2b_1           8       50.05
a21boi_0           3       22.52
o2111ai_1          4       35.03
o21ai_0           39       195.2
nand3b_1           3       22.52
nand3_1            4       20.02
a221o_1            3       30.03
nor2b_1            6       37.54
nor3_1            18       90.09
fa_1              14       280.3
clkbuf_1          23       86.33
a31oi_1           11       68.82
xor2_1             5       43.79
inv_1             54       202.7
nor2_1            62       232.7
o21ai_1            5       25.02
o21a_1            11       82.58
o31ai_1            4       30.03
o211ai_1           5       37.54
ha_1              78       975.9
[kinds of logic after synthesis]
family	share of synthesized area (%)
AND/OR/NAND/NOR	21.47
XOR/XNOR	6.598
adder cells (fa/ha/maj)	30.53
AND-OR/OR-AND	27.30
buffers and inverters	7.996
multiplexers	6.111
[worst max-delay path, delay by kind of cell]
kind	cells	cell delay, ps
multiplexers	3	950
AND/OR/NAND/NOR	13	2530
AND-OR/OR-AND	20	4460
adder cells (fa/ha/maj)	8	2460
buffers and inverters	7	2330
[area by class of cell]
class,instances,area [um2]
fill,1380,8716
inverter,56,210.2
multi-input combinational,485,3786
tap,176,220.2
timing repair buffer,39,362.8
[stage by stage]
step	cell area, um2	std cells	utilization, %	power (W)
2_1_floorplan	4115	569	-	0.00007966
3_3_place_gp	4579	756	34.44	0.0001103
3_5_place_dp	4579	756	34.44	0.0001101
4_1_cts	4579	756	34.44	0.0001113
5_1_grt	4579	756	34.44	0.0001250
6_report	4579	756	34.44	0.0001110
Power figures rest on the tool's default switching activity, not on a simulated workload.
